`design/flow/design.v`:
```
module histogram(
  input [6:1] in,
  input clk,
  output reg [4:0] bin17_18 = 0,
  output reg [4:0] bin19_20 = 0,
  output reg [4:0] bin21_22 = 0,
  output reg [4:0] bin23_24 = 0,
  output reg [4:0] bin25_26 = 0,
  output reg [4:0] bin27_28 = 0,
  output reg [4:0] bin29_30 = 0,
  output reg [4:0] bin31_32 = 0,
  output reg [4:0] bin33_34 = 0,
  output reg [4:0] bin35_36 = 0,
  output reg [4:0] bin37_38 = 0
);
  always @(posedge clk) begin
    if(in == 6'd17 || in == 6'd18)
      bin17_18 <= bin17_18 + 1;
    else if(in == 6'd19 || in == 6'd20)
      bin19_20 <= bin19_20 + 1;
    else if(in == 6'd21 || in == 6'd22)
      bin21_22 <= bin21_22 + 1;
    else if(in == 6'd23 || in == 6'd24)
      bin23_24 <= bin23_24 + 1;
    else if(in == 6'd25 || in == 6'd26)
      bin25_26 <= bin25_26 + 1;
    else if(in == 6'd27 || in == 6'd28)
      bin27_28 <= bin27_28 + 1;
    else if(in == 6'd29 || in == 6'd30)
      bin29_30 <= bin29_30 + 1;
    else if(in == 6'd31 || in == 6'd32)
      bin31_32 <= bin31_32 + 1;
    else if(in == 6'd33 || in == 6'd34)
      bin33_34 <= bin33_34 + 1;
    else if(in == 6'd35 || in == 6'd36)
      bin35_36 <= bin35_36 + 1;
    else if(in == 6'd37 || in == 6'd38)
      bin37_38 <= bin37_38 + 1;
  end
endmodule
```
`design/flow/constraint.sdc`:
```
current_design histogram

set clk_period 1.9
set clk_io_pct 0.2

create_clock -name clk0 -period $clk_period [get_ports {clk}]

set non_clock_inputs [all_inputs -no_clocks]
set_input_delay [expr $clk_period * $clk_io_pct] -clock clk0 $non_clock_inputs
set_output_delay [expr $clk_period * $clk_io_pct] -clock clk0 [all_outputs]
```
`design/flow/config.mk`:
```
export PLATFORM = sky130hd
export DESIGN_NAME = histogram
export DESIGN_NICKNAME = histogram
export VERILOG_FILES = /design/flow/design.v
export SDC_FILE = /design/flow/constraint.sdc
export NUM_CORES = 4
export LEC_CHECK = 1
export CORE_UTILIZATION = 50
```
`design/flow/run.sh`:
```
#!/bin/bash
# OpenROAD 26Q1-2900-gdf79404cd8, Yosys 0.63+post, stock flow scripts
make -C /OpenROAD-flow-scripts/flow DESIGN_CONFIG=/design/flow/config.mk WORK_HOME=/design/flow/orfs finish
```
==> qor.rpt <==
DIE
----------------------------------------------------------------------------------------
Vertical die dimension                                                           71.4 um
Area inside the core boundary                                                  4500 um^2
Starting Density                                                                   53.5%
Site Rows                                                                             24
I/O pin cnt                                                                           62
Area of the die                                                                5100 um^2
Width of the chip                                                                71.4 um

PLACE
----------------------------------------------------------------------------------------
Count of placed standard cells including taps                                        281
Total half-perimeter wirelength after legalization and detailed placement        3.05 mm
Count of input and output buffers                                                     61
Post-DP Area                                                                   3160 um^2
Routability congestion estimate                                                    0.855

SETUP PATH
----------------------------------------------------------------------------------------
Startpoint kind of the worst setup timing path                                input port
Type of the worst setup path                                                input port to flip-flop
Endpoint type of the worst setup path                                          flip-flop
Crit path DRT                                                                    1840 ps
Data arrival time of the critical path                                           1760 ps
Launch instance of the worst register-to-register path                      bin29_30[0]$_DFFE_PP_
CP max-delay cell                                                           sky130_fd_sc_hd__nor3_1
Cell depth of the worst flop-to-flop path                                              2
Largest fanout on the critical path                                                    7
FF-to-FF End                                                                bin29_30[2]$_DFFE_PP_
Max incr delay on CP                                                              600 ps
Worst setup slack for register-to-register paths                                  780 ps
Ordered list of cells on the worst path                                     clkdlybuf4s50_1 > xnor2_1 > nor3_1

GRT
----------------------------------------------------------------------------------------
Total global routing track utilization                                             18.7%
Remaining Overflow, GRT                                                                0
Largest net degree at the start of global routing                                     16
Antenna violations before repair                                                       0
Global-route wire length before repair                                           7.02 mm
Via count of the first global-routing pass                                          1554

DRT
----------------------------------------------------------------------------------------
Total wire length                                                                4.05 mm
Final ANT Viol Nets                                                                    0
TritonRoute pass-1 iters                                                               4
Drt initial violations                                                                44
Via count                                                                           1495
Remaining routing DRC violations                                                       0
Average via count per standard cell                                                 5.17
Wirelength per Cell                                                              14.0 um
# diodes                                                                               0

CLOCK NETWORK
----------------------------------------------------------------------------------------
Clock tree root driver cell                                                 sky130_fd_sc_hd__clkbuf_8
Clock net sink count                                                                  55
CTS tree                                                                           built
CTS Buf Count                                                                          5
CTS clk-pin slew, worst paths                                                      90 ps
Clock latency on the worst-skew pair                                              300 ps
H-tree depth                                                                           2
Maximum clock insertion buffer count                                                   2
Post-CTS setup buffer count                                                            0

YOSYS
----------------------------------------------------------------------------------------
Yosys stat cell total                                                                158
Area share of and/or/nand/nor cells after synthesis                                9.09%
Yosys-reported design area after synthesis                                     2410 um^2
Adders+Majority by Area                                                            5.71%
Multiplexer fraction of the synthesized cell area                                     0%
Yosys cell types                                                                      22
Yosys warning tally                                                                    1
Post-Synth XOR/XNOR Area                                                           12.4%
Synth flops                                                                           55
Main logic family                                                           XOR/XNOR gates
And-or/or-and share of the synthesized area                                        1.66%
Count of mapped cells out of synthesis                                               158
Mean area per synthesized cell                                                 15.3 um^2
Post-synthesis sequential area ratio                                               68.5%
Post-synthesis instance area                                                   2410 um^2

FINAL LAYOUT
----------------------------------------------------------------------------------------
Fin area                                                                       3250 um^2
Layout cells sized above 1                                                         9.28%
Top library cells by usage in the layout, fill and taps aside               sky130_fd_sc_hd__clkdlybuf4s50_1 (61), sky130_fd_sc_hd__edfxtp_1 (55), sky130_fd_sc_hd__xnor2_1 (23), sky130_fd_sc_hd__nand3_1 (22), sky130_fd_sc_hd__buf_4 (13)
Post-layout utilization of the core                                                72.3%
Number of standard cells in the layout, taps in and fillers out                      289
Filler instances                                                                     292
Layout overhead on the synthesized area                                            35.0%
Highest-count logic cell in the final layout                                sky130_fd_sc_hd__clkdlybuf4s50_1

FINAL TIMING
----------------------------------------------------------------------------------------
Normalized max-slew margin                                                         54.7%
Aggregate negative setup slack                                                      0 ps
Final tally of hold violations                                                         0
Setup repair after global routing missed its margin                                false
Shortest clock period the worst path allows after layout                         1810 ps
Share of the clock period used by the worst path after layout                      95.5%
Maximum frequency from static timing analysis                                    551 MHz
Number of slew-limit violations in the final report                                    0
Worst Max-Slew Pin Slew                                                           674 ps
Finish-stage setup viols                                                               0
Worst clock skew on the final layout                                             2.65 ps

RUN
----------------------------------------------------------------------------------------
Number of warning messages in the logs                                                26
Number of max-cap violations                                                           0

POWER
----------------------------------------------------------------------------------------
Overall Power                                                                    2040 uW
Max VDD drop                                                                    0.391 mV
Leakage power                                                                 0.00115 uW
Total power divided by cell area                                             626 nW/um^2

OUTCOME
----------------------------------------------------------------------------------------
Outcome                                                                     complete, no violations

WORST HOLD PATH
----------------------------------------------------------------------------------------
Hold Crit Depth                                                                        1
Min-Delay Path Class                                                        flip-flop to flip-flop
Start point of the worst min-delay path                                     bin23_24[4]$_DFFE_PP_
Hold endpoint                                                               bin23_24[4]$_DFFE_PP_

## where the power goes
part / internal, uW / switching [uW] / total, uW
clock network: 252 / 336 / 588
logic: 60.1 / 42.1 / 102
registers: 1340 / 11.5 / 1350
total: 1650 / 389 / 2040
## worst max path at each step
| stage | slack, ps | from | endpoint |
|---|---|---|---|
| 4_1_cts | 60 | in[3] | bin37_38[2]$_DFFE_PP_ |
| 5_1_grt | 1 | in[2] | bin29_30[4]$_DFFE_PP_ |
| 6_report | 90 | in[2] | bin29_30[4]$_DFFE_PP_ |
## Yosys cell counts (all sizes together)
library cell	number	area share [%]
clkbuf	2	0.31
nand2	1	0.16
edfxtp	55	69
nand4b	1	0.36
a211oi	3	0.93
inv	12	1.9
nand3b	1	0.31
ha	11	5.7
or4b	1	0.42
buf	1	0.47
nand2b	2	0.52
o22ai	1	0.52
xnor2	23	8.4
nor3	3	0.62
nor4	3	0.78
a21oi	1	0.21
or3b	1	0.47
or2b	1	0.31
nand4	1	0.26
nand3	22	4.6
or4	1	0.31
xor2	11	4.0
## per-layer routing
layer	track usage, %	up-vias	wire length [um]
met5	0	-	0
met4	2.44	0	68
met3	4.85	7	254
met2	28.0	50	1840
met1	32.2	706	1880
li1	-	732	-
## logic make-up after synthesis
| family | Yosys count |
|---|---|
| simple gates | 38 |
| buf+inv | 15 |
| xor+xnor | 34 |
| flops | 55 |
| fa+ha+maj | 11 |
| compound gates | 5 |
## flip-flops by register name, summed over array words and instances, names as in the netlist
name / flops
bin23_24: 5
bin25_26: 5
bin31_32: 5
bin21_22: 5
bin17_18: 5
bin33_34: 5
bin19_20: 5
bin35_36: 5
bin37_38: 5
bin27_28: 5
bin29_30: 5
## worst max-delay path, delay by kind of cell
family | cells | cell delay, ps
xor+xnor | 1 | 180
buf+inv | 1 | 580
simple gates | 1 | 600
## stage by stage
| step | hold slack [ps] | worst slack [ps] |
|---|---|---|
| after global routing | 618 | 1.28 |
| after floorplan | 527 | 188 |
| final | 589 | 85.1 |
| after detailed placement | 570 | -268 |
| after CTS | 597 | 61.5 |
| after global placement | 566 | -228 |
## what timing repair did
item,4_1_cts,5_1_grt
resized,0,2
hold buffers,0,0
endpoints found under the setup margin,0,10
## layout make-up
cell class                      instances  area [um^2]  share of cell area, %
Sequential cell                        55         1650                   50.7
Timing Repair Buffer                   74          708                   21.8
Multi-Input combinational cell         88          704                   21.6
Clock buffer                            6         72.6                   2.23
Tap cell                               52         65.1                   2.00
Inverter                               12         45.0                   1.38
Clock inverter                          2         7.51                  0.231
Power is estimated from default activity; no workload was simulated.
