$ cat /design/flow/run.sh
#!/bin/bash
# OpenROAD 26Q1-2900-gdf79404cd8, Yosys 0.63+post, stock flow scripts
make -C /OpenROAD-flow-scripts/flow DESIGN_CONFIG=/design/flow/config.mk WORK_HOME=/design/flow/orfs finish
$ cat /design/flow/config.mk
export PLATFORM = sky130hd
export DESIGN_NAME = Register_file
export DESIGN_NICKNAME = Register_file
export VERILOG_FILES = /design/flow/design.v
export SDC_FILE = /design/flow/constraint.sdc
export NUM_CORES = 4
export LEC_CHECK = 1
export CORE_UTILIZATION = 50
$ cat /design/flow/constraint.sdc
current_design Register_file

set clk_period 8.8
set clk_io_pct 0.2

create_clock -name clk0 -period $clk_period [get_ports {clk}]

set non_clock_inputs [all_inputs -no_clocks]
set_input_delay [expr $clk_period * $clk_io_pct] -clock clk0 $non_clock_inputs
set_output_delay [expr $clk_period * $clk_io_pct] -clock clk0 [all_outputs]
$ cat /design/flow/design.v
module Register_file(
  input [4:0] RS1, RS2, RS3,
  input [31:0] W_Data,
  input rst, clk, W_en,
  output [31:0] RD1, RD2
);
  reg [31:0] Register_Bank [31:0];
  integer i;
  always @(posedge clk or posedge rst) begin
    if (rst) begin
      for (i = 0; i < 32; i = i + 1)
        Register_Bank[i] <= 32'd0;
    end else if (W_en && (RS3 != 5'd0)) begin
      Register_Bank[RS3] <= W_Data;   
    end
  end
  assign RD1 = Register_Bank[RS1];
  assign RD2 = Register_Bank[RS2];
endmodule
==> reports/qor.csv <==
metric,value,unit
"Cell Area, Placed",0.0547,mm^2
"CTS clk-pin slew, worst paths",0.06,ns
post_cts resized,0,
crit path kind,in2out,
area grow syn2layout,14.2,%
Peak supply drop,0.176,mV
Final Hold Viols,0,
Synth cell types,66,
final instance area,0.0586,mm^2
vias in the first global route,44400,
hold slack,0.402,ns
worst path cell trace,buf_2 > buf_4 > nand3b_1 > nor2_2 > buf_4 > a221o_1 > a21oi_1 > a31oi_1 > clkdlybuf4s50_1,
slew margin rel.,0.105,
routed wire length per instance,46.7,um
via/cell ratio,7.78,
cell mode on critical path,buf_4,
Crit. Startpoint,RS2[2],
maximum root-to-sink buffer count,3,
critical path's slowest cell,nor2_2,
TritonCTS Buffers,110,
Yosys Chip Area,0.0513,mm^2
Yosys Instances,4394,
Layout Cells excl Fill,5905,
Core Util at FP,0.505,
RSZ-0062 raised after global routing,no,
CTS Sinks,1024,
final setup fails,0,
status,"finished, final reports clean",
drt total wl,276,mm
postcts setup bufs,0,
max_cap viols,0,
gr usage total,0.561,
RR Startpoint,Register_Bank[6][26]$_DFFE_PP0P_,
Top cell area share,0.499,
max-slew violations,0,
crit path max fanout,30,
Yosys reg bits,1024,
slowest cell delay on critical path,0.91,ns
R2R Path End,Register_Bank[6][26]$_DFFE_PP0P_,
DRT iter0 DRCs,6106,
hold_sp,Register_Bank[0][29]$_DFFE_PP0P_,
Reg2Reg Depth,1,
Lkg Pwr,25.6,nW
Max Freq,125,MHz
Regs by FF count,Register_Bank x1024,
largest net degree at the start of global routing,122,
Late-Pin Clk Latency,0.71,ns
Hold Crit Depth,0,
Syn Std Cell Area,0.0513,mm^2
CTS Hold Buffers Added,0,
CTS tree,done,
Root Driver,clkbuf_16,
CP top delay family,buffers and inverters,
Post-Place Worst Slack,1.20,ns
"Top FF cell, synth",dfrtp_1,
DRC viols,0,
critical path capture point type,output pin,
TritonRoute pass-1 iters,27,
PwrDens,229,mW/mm^2
Layout Skew,0,ns
# IOs,114,
Vias,45900,
Post-Place Cells,5669,
Post-synth top cells,"dfrtp_1 (1024), mux2_2 (996), a22oi_1 (751)",
Hold Crit Class,reg2reg,
worst path bufs/invs,4,
IO buf count,113,
Worst EP arrival,6.22,ns
crit path launch type,input pin,
Post-synth seq share,0.499,
HPWL Detailed,171,mm
Cells after Synth,4394,
layout cell share with drive strength beyond 1,0.343,
top-count cell post-synth,dfrtp_1,
Row Count,117,
Largest register FFs,1024,
Die Y,322,um
initial antenna violation count,28,
Total Power,13.4,mW
ys async rst share,1.00,
"Min Clock Period, post-route",7.98,ns
Min-Delay Endpoint,Register_Bank[0][29]$_DFFE_PP0P_,
reg2reg setup slack,7.82,ns
Post-synth area hogs,"dfrtp_1 (50%), mux2_2 (22%), a22oi_1 (11%), nand2_1 (1.8%), buf_2 (1.8%)",
tool warning count,47,
post-route setup slack,0.823,ns
Avg Inst Size Synth,11.7,um^2
Synth area leader,dfrtp_1,
utilization after layout,0.576,
total die size,0.104,mm^2
htree depth,3,
gr ovfl total,0,
Post-synth EDFFs,0,
worst slew pin tran,1.33,ns
DRT antenna net count,0,
Largest Register,Register_Bank,
Core ar.,0.102,mm^2
Final Cycle Share,0.906,
required time of the critical path,7.04,ns
gpl congestion,1.09,
yosys warns,2,
chip width,322,um
first-pass GRT wire length,375,mm
TNS Setup,0,ns
==> power breakdown <==
part	total, mW	internal, mW	switching (mW)
clock	4.94	2.88	2.05
combinational	1.94	1.01	0.928
sequential	6.54	5.59	0.945
total	13.4	9.48	3.93
==> area by class of cell <==
class | count | area, um^2
clock inverters | 43 | 522
fillers | 8454 | 43100
diodes | 33 | 82.6
repair buffers | 363 | 3170
clock buffers | 160 | 3260
well taps | 1368 | 1710
inverters | 7 | 30.0
multi-input cells | 2907 | 24200
flip-flops and latches | 1024 | 25600
==> metal layers <==
metal / share of wire / wire length, um / up-vias / track usage
li1: - / - / 16900 / -
met1: 0.35 / 95300 / 23000 / 0.712
met2: 0.39 / 107000 / 4427 / 0.705
met3: 0.18 / 49300 / 1530 / 0.383
met4: 0.087 / 24000 / 38 / 0.336
met5: 0.0022 / 618 / - / 0.0495
==> kinds of logic after synthesis <==
family                 Yosys count  share of synthesized area
AOI/OAI and AO/OA             1077                      0.156
buffers and inverters          463                     0.0406
and+or+nand+nor                778                     0.0742
muxes                         1052                      0.230
DFF                           1024                      0.499
==> how the worst max path moves through the flow <==
stage,slack [ns],end,cells past startpoint
CTS,1.20,RD2[15],9
global route,1.08,RD2[15],9
finish,0.82,RD2[15],9
==> layout by cell type, fill, tap and decap left out, types with 10 or more instances in the layout <==
cell / count
dfrtp_1: 1024
mux2_2: 996
a22oi_1: 751
nand2_1: 239
buf_4: 236
clkbuf_16: 112
nor2_1: 105
clkdlybuf4s50_1: 105
nand4_1: 101
a21oi_1: 84
nor2_4: 71
nor3_1: 52
nand3_1: 50
mux2i_1: 45
a22o_1: 35
nor4_1: 34
diode_2: 33
o21ai_0: 30
clkbuf_8: 28
a221oi_1: 26
clkinv_2: 25
a222oi_1: 22
a31oi_1: 21
clkbuf_1: 20
nand2b_1: 19
a32oi_1: 17
buf_12: 16
and3_1: 14
o32a_1: 14
nand2_2: 12
o22ai_1: 12
bufinv_16: 11
a211oi_1: 10
a2111oi_0: 10
Power figures rest on the tool's default switching activity, not on a simulated workload.
